### flow/config.mk
export PLATFORM = sky130hd
export DESIGN_NAME = board_connections
export DESIGN_NICKNAME = board_connections
export VERILOG_FILES = /design/flow/design.v
export SDC_FILE = /design/flow/constraint.sdc
export NUM_CORES = 4
export LEC_CHECK = 1
export CORE_UTILIZATION = 40
### flow/constraint.sdc
current_design board_connections

set clk_period 7.0
set clk_io_pct 0.2

create_clock -name clk0 -period $clk_period [get_ports {CLK}]
create_clock -name clk1 -period $clk_period [get_ports {PIN_14}]

set non_clock_inputs [all_inputs -no_clocks]
set_input_delay [expr $clk_period * $clk_io_pct] -clock clk0 $non_clock_inputs
set_output_delay [expr $clk_period * $clk_io_pct] -clock clk0 [all_outputs]
### flow/design.v
module board_connections (
  input CLK,
  input PIN_14,  
  input PIN_15,  
  input PIN_16,  
  output USBPU,
  output PIN_2,
  output PIN_3,
  output PIN_4,
  output PIN_5,
  output PIN_6,
  output PIN_7,
  output PIN_8,
  output PIN_9,
  output PIN_10,
  output PIN_11,
  output PIN_12,
  output PIN_13
);
  assign USBPU = 0;
  servo_controller servo_c(
    .i_clock (CLK),
    .i_spi_clock (PIN_14),
    .i_mosi (PIN_15),
    .i_select (PIN_16),
    .o_pwm ({PIN_2, PIN_3, PIN_4,
             PIN_5, PIN_6, PIN_7,
             PIN_8, PIN_9, PIN_10,
             PIN_11, PIN_12, PIN_13})
  );
endmodule
module servo_controller(
  input i_clock,
  input i_spi_clock,
  input i_mosi,
  input i_select,
  output [0:11] o_pwm
);
  wire [7:0] r_spiByte;
  reg [1:0] r_state = 0;
  wire w_newByte;
  reg r_newByte = 0;
  reg [7:0] r_index = 0;
  reg [15:0] r_pulse[0:11]; 
  reg [15:0] r_buffer;
  reg [15:0] r_period = 20000;
  reg [2:0] r_bit = 0;
  reg [7:0] r_SPIbuffer = 0;
  always @ (negedge i_spi_clock) begin
    if(~i_select) begin
      r_SPIbuffer[r_bit] = i_mosi;
      if(r_bit == 7) begin
        case (r_state)
          0: r_index = r_SPIbuffer;
          1: r_buffer[15:8] = r_SPIbuffer;
          2: r_buffer[7:0] = r_SPIbuffer;
        endcase
        r_state = r_state + 1;
        if(r_state == 3) begin
           r_pulse[r_index] = r_buffer;
           r_state = r_state + 1;
        end
      end
  	  r_bit = r_bit + 1;
    end
  end
  generate
    genvar i;
      for(i=0;i<12;i=i+1) begin
      pwm_gen pwm(
        .i_clock (i_clock),
        .i_pulse (r_pulse[i]),
        .i_period (r_period),
        .o_pwm (o_pwm[i])
      );
     end
  endgenerate
endmodule
module pwm_gen(
  input i_clock,
  input wire [15:0] i_pulse,
  input wire [15:0] i_period,
  output reg o_pwm = 1
);
  reg [7:0] r_ticks = 0;
  reg [15:0] r_count = 0;
  always @ (posedge i_clock) begin
    r_ticks = r_ticks+1;
    if(r_ticks > 15) begin
      r_count = r_count+1;
      if(r_count > i_pulse) begin
        o_pwm = 0;
      end
      if(r_count > i_period) begin
        o_pwm = 1;
        r_count = 0;
      end
      r_ticks = 0;
    end
  end
endmodule
### flow/run.sh
#!/bin/bash
# OpenROAD 26Q1-2900-gdf79404cd8, Yosys 0.63+post, stock flow scripts
make -C /OpenROAD-flow-scripts/flow DESIGN_CONFIG=/design/flow/config.mk WORK_HOME=/design/flow/orfs finish
==> impl_metrics.tcl <==
# flow metrics
set metrics [dict create \
    die_h_um 267 \
    postCtsHoldBufs 0 \
    p_seq_frac 0.440 \
    tritoncts "built" \
    yosysTopAreaCellShare 0.460 \
    grt_usage 0.174 \
    routed_wl_um 56500 \
    drc 0 \
    cpMaxStageDelayCell "clkdlybuf4s50_1" \
    grt_max_degree 23 \
    initial_core_util 0.406 \
    power_leakage_uw 0.0150 \
    rsz0062_at_grt "false" \
    first_pass_iters 5 \
    final_layout_top_logic_cells "inv_1 (572), edfxtp_1 (429), nor2_1 (258), ha_1 (239), nand2_1 (128)" \
    grt-ovfl-total 0 \
    mostFrequentLayoutCell "inv_1" \
    path_clk_slew_ns 0.06 \
    p_int_uw 6420 \
    drt_iter0_drc 795 \
    path_cells "clkdlybuf4s50_1 > nor3b_1 > a22oi_1 > a21oi_1 > or3_1 > nor2_1 > buf_12" \
    combGateArea_um2 12100 \
    finalSetupViolations 0 \
    slowest_delay_ns 0.46 \
    vias 19500 \
    cp.depth 7 \
    gp_congestion 0.893 \
    drv_slew 0 \
    cellPowerDensity_nw_per_um2 271 \
    cp_num_buf_inv 2 \
    area_growth_pct 18.2 \
    antenna_found_initial 2 \
    startpoint_type "primary input" \
    async_reset_ff_frac 0 \
    finClkSkew_ns 0.0285 \
    max-vdd-ir-drop_v 0.000214 \
    die_w_um 267 \
    postSynthCellCount 2597 \
    r2r_cells 9 \
    syn-mean-instance-area_um2 10.8 \
    openroad.warnings 285 \
    worst-setup-path-type "primary input to flop" \
    yosys_warnings 2 \
    grt_pass1_vias 19900 \
    wl_per_cell_um 14.2 \
    ys.flops 525 \
    die_area_um2 71100 \
    yosys-stat-area_um2 28000 \
    endpoint_kind "flop" \
    drive_above_1_share 0.0721 \
    fp-row-count 96 \
    drt-vias-per-instance 4.92 \
    syn_area_um2 28000 \
    n_antenna_cell 0 \
    min_delay_path_depth 1 \
    cts_setup_buffers 0 \
    fp.coreArea_um2 68900 \
    io_pins 17 \
    crit_family "simple AND/OR/NAND/NOR gates" \
    relSlewSlack 0.378 \
    worstPathRequired_ns 3.77 \
    power_frac_comb 0.137 \
    grt_pass1_wl_um 95000 \
    area_leaders "edfxtp_1 (46%), ha_1 (11%), dfxtp_1 (6.9%)" \
    place_hpwl_um 39100 \
    tns_ns 0 \
    io_buffer_count 14 \
    cp_max_fo 16 \
    clockPowerShare 0.423 \
    tightest_slew_ns 0.933 \
    power_uw 8970 \
    hold_class "flop to flop" \
    grt-busiest-layer "met1" \
    ff_type "edfxtp_1" \
    critPathArrivalTime_ns 3.36 \
    seq_area_um2 14800 \
    finalHoldViolations 0 \
    nFillCells 5942 \
    edf_count 429 \
    synth.distinct_cells 80 \
    ys_seq_share 0.529 \
    use_met2 0.247 \
    switching_power_uw 2550 \
    grt_use_met3 0.0805 \
    swShare 0.285 \
    ant_nets 0 \
    cts_sinks 525 \
    cap_violations 0 \
    status "complete, no violations" \
    met1_usage 0.253 \
    ys_cells 2597 \
    top_area_cell "edfxtp_1" \
    cts_resized 0 \
]
## metrics by stage
step                       util  area, um^2  std cells  setup slack, ns  hold slack (ns)
after floorplan               -       28200       2657           -0.220            0.430
after global placement    0.437       30100       3633           -0.124            0.434
after detailed placement  0.437       30100       3633           -0.121            0.455
after CTS                 0.480       33100       3969            0.447            0.465
after global routing      0.480       33100       3969            0.304            0.484
final                     0.480       33100       3969            0.413            0.462
## cells by family (layout without fill, tap and decap cells)
logic type,Yosys count,in the layout,synth area share
AND/OR/NAND/NOR,902,902,0.164
AND-OR/OR-AND,345,345,0.0826
buffers and inverters,376,757,0.0513
flip-flops,525,525,0.529
adder cells (fa/ha/maj),239,239,0.107
other,1,61,0.000134
multiplexers,8,8,0.00286
XOR/XNOR,201,201,0.0631
## sequential cells by signal, summed over array words and instances, names as in the netlist
register                     cells
servo_c.r_SPIbuffer              8
servo_c.r_bit                    3
servo_c.genblk1.pwm.o_pwm       12
servo_c.genblk1.pwm.r_count    192
servo_c.r_state                  2
servo_c.r_pulse                192
servo_c.genblk1.pwm.r_ticks     96
servo_c.r_buffer                16
servo_c.r_index                  4
## power groups by stage
stage,Combinational (uW),Sequential [uW],Clock (uW)
finish,1230,3950,3790
CTS,1240,3940,3930
global route,1420,3990,4160
## routing by layer
metal  share of wire  vias to the layer above
met5          0.0010                        -
met4           0.018                        6
met3           0.085                       78
met2            0.44                      476
met1            0.46                     8951
li1                -                    10000
## path summary, 6_finish.rpt
kind                                                         from                                end  slack [ns]
worst max-delay path                                       PIN_15              servo_c.r_pulse[3][4]        0.41
worst min-delay path            servo_c.genblk1[7].pwm.r_ticks[0]  servo_c.genblk1[7].pwm.r_ticks[0]        0.46
worst max register to register              servo_c.r_pulse[2][9]       servo_c.genblk1[2].pwm.o_pwm        1.22
worst min register to register  servo_c.genblk1[7].pwm.r_ticks[0]  servo_c.genblk1[7].pwm.r_ticks[0]        0.46
max in group clk0                           servo_c.r_pulse[2][9]       servo_c.genblk1[2].pwm.o_pwm        1.22
min in group clk1                          servo_c.r_SPIbuffer[7]             servo_c.r_SPIbuffer[7]        0.60
## worst register-to-register path, delay by kind of cell (launching register included)
| family | cells | cell delay, ns |
|---|---|---|
| AOI/OAI and AO/OA | 7 | 1.34 |
| DFF | 1 | 0.37 |
| adders and majority gates | 1 | 0.25 |
| buffers and inverters | 1 | 0.08 |
## synth_stat cells, types with 11 or more instances
cell type  count
edfxtp_1     429
inv_1        346
nor2_1       266
ha_1         239
nand2_1      128
xnor2_1      125
nand3_1      114
dfxtp_1       96
nand4_1       92
a21oi_1       75
xor2_1        75
o21ai_0       63
nor3_1        54
a21o_1        50
and3_1        50
nor2b_1       42
and2_1        31
and4_1        26
a31oi_1       22
nor4_1        22
o21a_1        21
or3_1         20
clkbuf_1      18
a211oi_1      17
a21boi_0      16
nand2b_1      16
o211ai_1      11
or2_2         11
## layout make-up
class	count	area share
multi-input cells	1756	0.366
clock buffers	78	0.0525
well taps	931	0.0352
repair buffers	75	0.0226
clock inverters	259	0.0370
inverters	345	0.0391
flip-flops and latches	525	0.447
No activity file was given, so power comes from the tool's default toggle rates.
